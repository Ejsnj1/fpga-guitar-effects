==> design.v <==
module guitar_system_top (
    input wire i_mck,
    input wire i_bck, 
    input wire i_lrck,
    input wire i_data,
    output wire o_bck,
    output wire o_lrck,
    output wire o_data,
    input wire effect_enable
);
assign o_bck = i_bck;
assign o_lrck = i_lrck;
wire [23:0] left_data, right_data;
wire data_valid;
wire current_channel;
wire [4:0] bck_counter;
proper_i2s_receiver receiver (
    .i_bck(i_bck),
    .i_lrck(i_lrck), 
    .i_data(i_data),
    .o_left_data(left_data),
    .o_right_data(right_data),
    .o_data_valid(data_valid),
    .current_channel(current_channel),
    .debug_bck_counter(bck_counter)
);
wire [23:0] distorted_signal;
wire [23:0] processed_left, processed_right;
simple_distortion dist_effect (
    .clk(i_bck),
    .sample_in(left_data),
    .sample_out(distorted_signal)
);
assign processed_left = effect_enable ? distorted_signal : left_data;
assign processed_right = effect_enable ? distorted_signal : left_data;
parallel_to_i2s transmitter (
    .i_bck(i_bck),
    .i_lrck(i_lrck),
    .i_left_data(processed_left),
    .i_right_data(processed_right), 
    .o_serial_data(o_data)
);
endmodule
module simple_distortion (
    input wire clk,
    input wire signed [23:0] sample_in,
    output reg signed [23:0] sample_out
);
localparam signed [15:0] GAIN = 16'h0200;       
localparam signed [23:0] CLIP_LEVEL = 24'h300000;  
wire signed [39:0] mult_result;
reg signed [23:0] amplified;
assign mult_result = sample_in * GAIN;
assign amplified = mult_result[31:8];   
always @(posedge clk) begin
    if (amplified > CLIP_LEVEL) begin
        sample_out <= CLIP_LEVEL;
    end else if (amplified < -CLIP_LEVEL) begin
        sample_out <= -CLIP_LEVEL;
    end else begin
        sample_out <= amplified;
    end
end
endmodule
module proper_i2s_receiver (
    input wire i_bck,
    input wire i_lrck, 
    input wire i_data,
    output reg [23:0] o_left_data,
    output reg [23:0] o_right_data,
    output reg o_data_valid,
    output reg current_channel,
    output reg [4:0] debug_bck_counter
);
reg [4:0] bck_counter = 0;
reg [23:0] left_shift_reg;
reg [23:0] right_shift_reg;
reg lrck_prev = 0;
always @(negedge i_bck) begin
    lrck_prev <= i_lrck;
    debug_bck_counter <= bck_counter;
    if (i_lrck != lrck_prev) begin
        bck_counter <= 0;
        current_channel <= i_lrck;
        o_data_valid <= 1'b0;
    end else begin
        if (bck_counter < 31) begin
            bck_counter <= bck_counter + 1;
        end
    end
    if (bck_counter >= 1 && bck_counter <= 24) begin
        if (current_channel == 1'b0) begin
            left_shift_reg <= {left_shift_reg[22:0], i_data};
        end else begin
            right_shift_reg <= {right_shift_reg[22:0], i_data};
        end
    end
    if (bck_counter == 25) begin
        o_data_valid <= 1'b1;
        o_left_data <= left_shift_reg;
        o_right_data <= right_shift_reg;
    end else begin
        o_data_valid <= 1'b0;
    end
end
endmodule
module parallel_to_i2s (
    input wire i_bck,
    input wire i_lrck,
    input wire [23:0] i_left_data,
    input wire [23:0] i_right_data, 
    output reg o_serial_data
);
reg [4:0] bit_counter = 0;
reg [23:0] shift_reg;
reg lrck_prev = 0;
always @(negedge i_bck) begin
    lrck_prev <= i_lrck;
    if (i_lrck != lrck_prev) begin
        bit_counter <= 5'd0;
        if (i_lrck == 1'b0) begin
            shift_reg <= i_left_data;
        end else begin
            shift_reg <= i_right_data;
        end
    end else begin
        if (bit_counter < 24) begin
            o_serial_data <= shift_reg[23];
            shift_reg <= {shift_reg[22:0], 1'b0};
        end else begin
            o_serial_data <= 1'b0;
        end
        if (bit_counter < 31) begin
            bit_counter <= bit_counter + 1;
        end
    end
end
endmodule
==> run.sh <==
#!/bin/bash
# OpenROAD 26Q1-2900-gdf79404cd8, Yosys 0.63+post, stock flow scripts
make -C /OpenROAD-flow-scripts/flow DESIGN_CONFIG=/design/flow/config.mk WORK_HOME=/design/flow/orfs finish
==> config.mk <==
export PLATFORM = sky130hd
export DESIGN_NAME = guitar_system_top
export DESIGN_NICKNAME = guitar_system_top
export VERILOG_FILES = /design/flow/design.v
export SDC_FILE = /design/flow/constraint.sdc
export NUM_CORES = 4
export LEC_CHECK = 1
export CORE_UTILIZATION = 30
==> constraint.sdc <==
current_design guitar_system_top

set clk_period 6.5
set clk_io_pct 0.2

create_clock -name clk0 -period $clk_period [get_ports {i_bck}]

set non_clock_inputs [all_inputs -no_clocks]
set_input_delay [expr $clk_period * $clk_io_pct] -clock clk0 $non_clock_inputs
set_output_delay [expr $clk_period * $clk_io_pct] -clock clk0 [all_outputs]
==> results.cfg <==
; generated from flow reports
[cts]
cts_resized = 0
cts_tree = done
clk_latency_ns = 0.54
clkTransAtPathRegs_ns = 0.03
post_cts_buffers = 0
hold_buffers = 0

[detailed_routing]
drc_errors = 0
first_pass_iters = 4
vias_per_cell = 4.23
wire_per_inst_um = 10.3
vias = 2346
drtIter0Drc = 209
totalWireLength_um = 5730
ant_nets = 0
antennaDiodeCount = 0

[synthesis]
edf_count = 74
yosys-top-cells-count = edfxtp_1, dfxtp_1, nand2_1, mux2i_1, and2_1
synth_area_um2 = 3980
netlist_instances = 280
synth_flops = 108
ys_cells = 280
ys_seq_share_pct = 72.9
synth.avg_cell_area_um2 = 14.2
synth.most_common_cell = edfxtp_1
ys_chip_area_um2 = 3980
async_flop_share_pct = 0
largest_area_cell = edfxtp_1
top_area_share_pct = 55.8
synth_cell_type_count = 39
ff_type = edfxtp_1
ys_warn_count = 4
synthTopCellsByArea = edfxtp_1, dfxtp_1, mux2i_1, and2_1, nand2_1

[worst_setup_path]
slowest_stage = clkdlybuf4s50_1
path_class = register to output pin
cp_cell_sequence = clkdlybuf4s50_1
end_kind = output pin
crit_buf_inv = 1
crit_path_max_fanout = 1
crit_arrival_ns = 4.54
startpoint_type = register
path_depth = 1
critical-path-max-stage-delay_ns = 0.45
ff2ff_path_depth = 5
cpLargestDelayFamily = buffers and inverters
crit_required_ns = 5.20

[layout]
fill_cells = 1140
fin_cells = 554
fin_util_pct = 38.8
logic_area_um2 = 970
drive_gt1_share_pct = 8.38
area_delta_synth_final_pct = 24.5
final_cell_area_um2 = 4960
regArea_um2 = 2900

[floorplanning]
ios = 8
fp.dieW_um = 117
fp_util_pct = 31.2
fp.dieH_um = 117
core-area_um2 = 12800
die_area_um2 = 13700
row_count = 41

[placed_design]
place_area_um2 = 4260
dpl_worst_slack_ns = 0.471
dp.cells = 451
finalWeightedCongestion = 0.728
dp_hpwl_um = 3480
portBuffers = 6

[outcome]
outcome = complete, no violations

[run]
warnings = 29
drv_cap = 0

[global_routing]
antenna_found_initial = 0
gr-usage-all-layers_pct = 9.71
grt_max_degree = 49
grt_pass1_wl_um = 10100
grt_pass1_vias = 2240
grt_remaining_overflow = 0

[timing]
layout_setup_ws_ns = 0.663
skew_ns = 0.0826
finalMaxSlewViolations = 0
hold_violations = 0
fin_setup_tns_ns = 0
slew_headroom_pct = 54.1
holdWs_ns = 0.410
setup_violations = 0
grt_setup_unrepaired = no
tightest_slew_ns = 0.683

[worst_hold_path]
hp-class = register to register
hold_path_depth = 0

[power_and_ir_drop]
leakagePower_nw = 2.17
peakVddDrop_v = 0.000137
p_per_area_nw_per_um2 = 353
total_power_mw = 1.75
[power by group]
group	switching (mW)	internal [mW]	leakage, nW	total, mW
Combinational	0.0420	0.0300	0.504	0.0720
Clock	0.395	0.452	0.645	0.847
Sequential	0.0234	0.807	1.02	0.830
Total	0.461	1.29	2.17	1.75
[kinds of logic after synthesis]
kind of cell,count (synthesis),share of synthesized area (%)
flip-flops,108,72.9
multiplexers,24,6.03
adder cells (fa/ha/maj),5,1.57
buffers and inverters,24,3.02
AND-OR/OR-AND,40,5.56
AND/OR/NAND/NOR,76,10.3
XOR/XNOR,3,0.660
[layout make-up]
cell class              count  share of cell area [%]
clock inverters            90                    7.47
well taps                 172                    4.34
repair buffers             12                    2.57
clock buffers              15                    6.84
flip-flops and latches    108                    58.5
multi-input cells         148                    19.6
inverters                   9                   0.681
[path summary, 6_finish.rpt]
kind | from | end | slack (ns)
max | transmitter.o_serial_data | o_data | 0.66
min | receiver.left_shift_reg[23] | receiver.o_left_data[23] | 0.41
max reg2reg | receiver.o_left_data[20] | dist_effect.sample_out[7] | 1.37
min reg2reg | receiver.left_shift_reg[23] | receiver.o_left_data[23] | 0.41
[cell usage in the layout (no fill, tap or decap), drive strengths merged]
cell and count:
and3 5, and2 19, nor4 4, a21o 1, clkbuf 14, and4 1, nor2 3, nor3 6
or4 1, dfxtp 34, or2 1, edfxtp 74, a41o 1, a21boi 1, a21oi 10, mux2i 24
xor2 1, nand2b 2, buf 7, clkdlybuf4s50 6, xnor2 2, o211ai 1, o221ai 1, a211o 1
nand3 3, nand2 27, nor3b 3, o21ai 23, ha 5, and4bb 1, inv 99, a31oi 1
[layer usage]
layer / track usage, % / routed length [um] / vias up
li1: - / - / 1206
met4: 2.36 / 60 / 0
met1: 14.8 / 2890 / 1100
met5: 0 / 0 / -
met3: 4.20 / 220 / 6
met2: 13.5 / 2560 / 34
Power figures rest on the tool's default switching activity, not on a simulated workload.
